$ cat flow/config.mk
export PLATFORM = sky130hd
export DESIGN_NAME = Tx8A
export DESIGN_NICKNAME = Tx8A
export VERILOG_FILES = /design/flow/design.v
export SDC_FILE = /design/flow/constraint.sdc
export NUM_CORES = 4
export LEC_CHECK = 1
export CORE_UTILIZATION = 30
$ cat flow/constraint.sdc
current_design Tx8A

set clk_period 11.9
set clk_io_pct 0.2

create_clock -name clk0 -period $clk_period

set non_clock_inputs [all_inputs -no_clocks]
set_input_delay [expr $clk_period * $clk_io_pct] -clock clk0 $non_clock_inputs
set_output_delay [expr $clk_period * $clk_io_pct] -clock clk0 [all_outputs]
$ cat flow/design.v
module CSA (A, B, C, S, CO);
parameter N = 8;
input [N-1:0] A, B, C;
output [N-1:0] S, CO;
assign S = A ^ B ^ C;
assign CO = (A&B)|(B&C)|(A&C);
endmodule
module Tx8A (A, B, C, D, E, F, G, H, I, J, S);
input [7:0] A, B, C, D, E, F, G, H, I, J;
output [15:0] S;
wire [7:0] s1a, s1b;
wire [8:0] s2a, s2b;
wire [9:0] s3a, s3b;
wire [10:0] s4a, s4b;
wire [11:0] s5a, s5b;
wire [12:0] s6a, s6b;
wire [13:0] s7a, s7b;
wire [14:0] s8a, s8b;
CSA #(.N(8)) S1(A, B, C, s1a, s1b);
CSA #(.N(9)) S2({1'b0,s1a}, {s1b,1'b0}, {1'b0,D}, s2a, s2b);
CSA #(.N(10)) S3({1'b0,s2a}, {s2b,1'b0}, {2'b00,E}, s3a, s3b);
CSA #(.N(11)) S4({1'b0,s3a}, {s3b,1'b0}, {3'b000,F}, s4a, s4b);
CSA #(.N(12)) S5({1'b0,s4a}, {s4b,1'b0}, {4'b0000,G}, s5a, s5b);
CSA #(.N(13)) S6({1'b0,s5a}, {s5b,1'b0}, {5'b00000,H}, s6a, s6b);
CSA #(.N(14)) S7({1'b0,s6a}, {s6b,1'b0}, {6'b000000,I}, s7a, s7b);
CSA #(.N(15)) S8({1'b0,s7a}, {s7b,1'b0}, {7'b0000000,J}, s8a, s8b);
assign S = {1'b0,s8a} + {s8b,1'b0};
endmodule
module testCSA();
reg [7:0] A, B, C, D, E, F, G, H, I, J;
reg cs1, cs2, cs3;
wire [15:0] S;
wire css, csco;
CSA #(.N(1)) csa1(cs1, cs2, cs3, css, csco);
Tx8A adder(A, B, C, D, E, F, G, H, I, J, S);
initial begin
    $monitor("%0t   %d+%d+%d+%d+%d+%d+%d+%d+%d+%d= %d,  A=%b B=%b C=%b | S=%b CO=%b",$time, A, B, C, D, E, F, G, H, I, J, S, cs1, cs2, cs3, css, csco);
    #10 A <= 8'd11; B<=8'd2; C<=8'd13; D<=8'd4; E<=8'd5; F<=8'd6; G<=8'd7; H<=8'd8; I<=8'd9; J<=8'd10;
    #50 A <= 8'd3; B<=8'd14; C<=8'd5; D<=8'd6; E<=8'd7; F<=8'd8; G<=8'd19; H<=8'd10; I<=8'd0; J<=8'd0;
    #50 cs1<=1'b0; cs2<=1'b0; cs3<=1'b0;
    #50 cs1<=1'b1;
    #50 cs2<=1'b1;
    #50 cs3<=1'b1;
end
endmodule
$ cat flow/run.sh
#!/bin/bash
# OpenROAD 26Q1-2900-gdf79404cd8, Yosys 0.63+post, stock flow scripts
make -C /OpenROAD-flow-scripts/flow DESIGN_CONFIG=/design/flow/config.mk WORK_HOME=/design/flow/orfs finish
==> results.cfg <==
; synthesis and place-and-route metrics
[place]
dp_cells = 368
dpl-instance-area_sq_mm = 0.00314
post-place-ws_ps = 727
portBuffers = 93
gp_congestion = 0.766
hpwlAfterDp_mm = 3.63

[routing]
drtAntennaViolNets = 0
antenna_cells = 0
drc = 0
drt-wirelength-per-cell_microns = 9.98
wl_mm = 3.67
drt_pass1_iterations = 2
via_per_inst = 4.15
drt_iter0_markers = 15
vias = 1527

[flow_run]
warnings = 38
maxCapViolations = 0

[global_route]
grt_pass1_wl_mm = 6.27
grt_max_degree = 10
gr-total-overflow = 0
grt_pass1_vias = 1560
antenna_found_initial = 0
track_usage = 0.108

[critical_path]
crit_arrival_ps = 8770
slowest_delay_ps = 510
cp-start-kind = primary input
worst-path-buf-inv = 5
crit_top_cell = fa_1
cp_cell_sequence = clkdlybuf4s50_1, fa_1, fa_1, inv_1, fa_1, fa_1, fa_1, fa_1, fa_1, fa_1, inv_1, ha_1, inv_1, fa_1, nor2b_4, o211ai_1, a21boi_1, o221ai_1, xnor2_1, clkdlybuf4s50_1
cp_data_required_time_ps = 9520
cp-end-kind = primary output
timing.critical_path.max_delay_family = adder cells
crit_type = primary input to primary output
cp.depth = 20
cp_max_fo = 3
slowest_stage = fa_1

[cts]
post_cts_buffers = 0
cts_resized = 0
cts_hold_buffers = 0

[synth]
ys_cells = 181
synth_top_cell_by_area = fa_1
synth_cell_type_count = 30
synth_top_area_share = 0.578
syn_area_sq_mm = 0.00211
syn_area_per_cell_sq_um = 11.7
yosys_warnings = 0
syn_inst = 181
yosys-top-cells-area = fa_1 58%, ha_1 18%, inv_1 6.9%
ys_seq_frac = 0
ys_chip_area_sq_mm = 0.00211

[final_timing]
worst_slack_ps = 752
fin_tns_setup_ps = 0
final_max_slew_viol_count = 0
min_period_ps = 11150
hold_viol = 0
setup_viol = 0
fmax_ghz = 0.0897
fin_hold_ws_ps = 5800
rsz0062_at_grt = no
finalCritPeriodShare = 0.937

[layout]
layout-drive-gt1-share = 0.0257
nFlopsAndLatches = 0
fin_area_sq_mm = 0.00314
layout_top_cells = 93 x clkdlybuf4s50_1, 61 x fa_1, 39 x inv_1
register_area_sq_um = 0
nClkBuffers = 0
area_growth_pct = 48.5
n_fill_cell = 637
lay_top_count = clkdlybuf4s50_1
final_cells = 368

[floorplanning]
io_pins = 96
fp_util = 0.311
rows = 30
core_area_sq_mm = 0.00679
die_w_microns = 85.9
die_area_sq_mm = 0.00738
die_h_microns = 85.9

[run_status]
status = complete, no violations

[hold_path]
whs_path_depth = 3
hp-class = primary input to primary output
-- worst min-delay path, cell delays in order --
cell	delay, ps
clkdlybuf4s50_1	460
ha_1	120
clkdlybuf4s50_1	450
-- kinds of logic after synthesis --
logic type | count (synthesis) | synth area share
AND/OR/NAND/NOR | 13 | 0.0326
AND-OR/OR-AND | 24 | 0.0870
multiplexers | 1 | 0.00474
adder cells (fa/ha/maj) | 91 | 0.755
XOR/XNOR | 8 | 0.0332
other | 1 | 0.00177
buffers and inverters | 43 | 0.0853
-- cells in the mapped netlist (all sizes together) --
master,count
a21o,4
nand3b,1
a211oi,1
nor2b,2
o221ai,1
a31o,1
nor2,3
ha,30
and3,1
o2111ai,1
mux2i,1
o21ai,2
xor2,1
conb,1
a21boi,1
inv,39
o211ai,3
a31oi,3
nand2,5
fa,61
a21oi,6
o21a,1
xnor2,7
buf,4
nand3,1
-- final timing paths --
check,startpoint,to,slack [ps]
max,A[1],S[11],750
min,J[0],S[0],5800
-- layer usage --
metal	up-vias	wire, microns	track usage
li1	745	-	-
met1	720	1420	0.161
met2	62	1730	0.168
met3	0	519	0.0410
met4	0	0	0
met5	-	0	0
-- metrics by stage --
step / utilization
floorplan: -
global placement: 0.462
detailed placement: 0.462
CTS: 0.462
global route: 0.462
finish: 0.462
-- area by class of cell --
| type | count | area (sq um) | share of cell area |
|---|---|---|---|
| well taps | 96 | 120 | 0.0383 |
| multi-input cells | 140 | 1940 | 0.618 |
| inverters | 39 | 146 | 0.0467 |
| repair buffers | 93 | 931 | 0.297 |
