File: config.mk
export PLATFORM = sky130hd
export DESIGN_NAME = DdivM
export DESIGN_NICKNAME = DdivM
export VERILOG_FILES = /design/flow/design.v
export SDC_FILE = /design/flow/constraint.sdc
export NUM_CORES = 4
export LEC_CHECK = 1
export CORE_AREA = 10 10 75 75
export DIE_AREA = 0 0 85 85
File: constraint.sdc
current_design DdivM

set clk_period 11.9
set clk_io_pct 0.2

create_clock -name clk0 -period $clk_period

set non_clock_inputs [all_inputs -no_clocks]
set_input_delay [expr $clk_period * $clk_io_pct] -clock clk0 $non_clock_inputs
set_output_delay [expr $clk_period * $clk_io_pct] -clock clk0 [all_outputs]
File: design.v
module FA(A, B, Cin, S, Cout); 
    input A, B, Cin;
    output S, Cout;
    assign S = A ^ B ^ Cin;
    assign Cout = (A & B) | (A & Cin) | (B & Cin);
endmodule
module CAS (M, D, Q, Qb, S, Cout); 
    input M, D, Q, Qb;
    output S, Cout;
    wire w;
    xor x(w, Q, M);
    FA u(w, D, Qb, S, Cout);
endmodule
module DdivM (D, M, Q, R);  
parameter N=4;
input [N-1:0] D, M;
output [N-1:0]Q, R;
wire [N:0] carryout [N:0];  
wire [N:0] runtotal [N:0];  
wire [N:0] Rcout;  
wire [N-1:0] Rand;  
assign runtotal[N][N:1] = {(N){1'b0}}; 
assign Rcout[0] = 1'b0; 
genvar k;
generate
    for (k=N-1; k>-1; k=k-1) 
    begin
        assign runtotal[k+1][0] = D[k];  
        assign carryout[k][0] = carryout[k+1][N];  
        assign Q[k] = carryout[k][N];  
        and a0(Rand[k], runtotal[0][N], M[k]);
        FA fa0(runtotal[0][k+1], Rand[k], Rcout[k], R[k], Rcout[k+1]);
    end
endgenerate
assign carryout[N][N] = 1'b1; 
genvar i;
generate
    for (i=N-1; i>-1; i=i-1) 
    begin
        genvar j;
        for(j=N-1; j>-1; j=j-1)  
        begin
            CAS u0(M[j], runtotal[i+1][j], carryout[i+1][N], carryout[i][j], runtotal[i][j+1], carryout[i][j+1]);
        end
    end
endgenerate
endmodule
module testDdivM(D, M, Q, R);
    output reg [3:0] D, M;
    input [3:0] Q, R;
    initial begin
        $display("time D    /M    =Q     R");
        $monitor("%4t %4b/%4b=%4b&%4b\n%4t %4d/%4d=%4d&%4d", $time, D, M, Q, R,$time, D, M, Q, R);
        #5 D = 4'd12; M = 4'd5;
        #45 D = 4'd7; M = 4'd2;
        #50 D = 4'd6;
        #50 D = 4'd9; M = 4'd4;
    end
endmodule
module testCAS(M, D, Q, Qb, S, Cout);
    output reg M, D, Q, Qb;
    input S, Cout;
    initial begin
        $display("time M D Q Qb S Cout");
        $monitor("%4t %b %b %b %b %b %b", $time, M, D, Q, Qb, S, Cout);
        #5 M = 1'b0; D = 1'b0; Q = 1'b0; Qb = 1'b0;
        #5 M = 1'b1;
        #5 Q = 1'b1;
        #5 D = 1'b1; Qb = 1'b1;
    end
endmodule
module testbenchDdivM();
    wire [3:0] Dt, Mt, Qt, Rt;
    testDdivM tst(Dt, Mt, Qt, Rt);
    DdivM #(.N(4)) mdl(Dt, Mt, Qt, Rt);
    always @(mdl.runtotal or mdl.carryout) begin
        $display("%4t runtotal:\n[%5b]\n[%5b]\n[%5b]\n[%5b]\n[%5b]", $time, mdl.runtotal[4],mdl.runtotal[3],mdl.runtotal[2],mdl.runtotal[1],mdl.runtotal[0]);
        $display("%4t carryout:\n[%5b]\n[%5b]\n[%5b]\n[%5b]\n[%5b]", $time, mdl.carryout[4],mdl.carryout[3],mdl.carryout[2],mdl.carryout[1],mdl.carryout[0]);
    end
endmodule
module testbenchCAS();
wire M, D, Q, Qb, S, Cout;
    testCAS tst(M, D, Q, Qb, S, Cout);
    CAS uut(M, D, Q, Qb, S, Cout);
endmodule
File: run.sh
#!/bin/bash
# OpenROAD 26Q1-2900-gdf79404cd8, Yosys 0.63+post, stock flow scripts
make -C /OpenROAD-flow-scripts/flow DESIGN_CONFIG=/design/flow/config.mk WORK_HOME=/design/flow/orfs finish
==> results_dict.tcl <==
# metrics dict for downstream scripts
set metrics [dict create \
    critical_path.top_delay_family "adder cells" \
    setup_slack_ps 427.0 \
    drc 0 \
    grt_remaining_overflow 0 \
    slew_viol_final 0 \
    grt_max_degree 8 \
    drive_above_1_share 0.2143 \
    cap_viol_max_count 0 \
    yosysWarnings 1 \
    cp_slowest_cell "clkdlybuf4s50_1" \
    utilization 0.2057 \
    ys_types 22 \
    wirelength_mm 1.210 \
    routed.top_layer "met3" \
    die_y_um 85 \
    yosysCellCount 68 \
    wire_per_inst_um 9.030 \
    synth.area.top_cells "fa_1 31%, xnor2_1 10%, buf_4 10%, ha_1 8.5%, inv_1 7.7%" \
    ir_worst_vdd_mv 0.06171 \
    antenna_found_initial 0 \
    fmax_mhz 87.16 \
    io_pins 16 \
    dp_hpwl_mm 1.087 \
    cp-end-kind "output port" \
    setup_tns_ps 0 \
    crit_top_cell "fa_1" \
    nFlopsAndLatches 0 \
    grt_pass1_vias 435 \
    vias 453 \
    met2WireLength_um 546 \
    via_per_inst 3.381 \
    min_path_type "in2out" \
    antenna_left 0 \
    met1_length_um 587 \
    grt_first_pass_wirelength_mm 1.966 \
    warnings 32 \
    worstSetupPathType "in2out" \
    slew_headroom 0.7882 \
    slowest_delay_ps 490 \
    area_delta_synth_final_pct 41.91 \
    worstPathRequired_ps 9520 \
    dr.pass1.iters 4 \
    num_antenna_cells 0 \
    chipWidth_um 85 \
    yosysMostFrequentCell "inv_1" \
    hold_buffers 0 \
    port_buffers 16 \
    whs_ps 5936 \
    fin_crit_sh 0.9641 \
    power_uw 184.1 \
    die_area_sq_mm 0.007225 \
    flop_area_sq_um 0 \
    synth.top_cells.by_count "12 x inv_1, 9 x fa_1, 8 x buf_4" \
    powerDensity_mw_per_mm2 220.6 \
    top_cell_area_share 0.3064 \
    nClkBuffers 0 \
    drtIter0Drc 11 \
    path_max_fanout 4 \
    synth_area_leader_cell "fa_1" \
    synth.avg_cell_area_sq_um 8.648 \
    status "finished clean" \
    period_needed_ps 11470 \
    startpoint_type "input port" \
    pre_cts_ws_ps 186.6 \
    path_buffers 6 \
    initial_core_util 0.1449 \
    coreArea_sq_mm 0.004058 \
    finalSetupViolCount 0 \
    synth_area_sq_um 588.1 \
    tightest_slew_ps 316.7 \
    ys_seq_share 0 \
    grtUsageTotal 0.03093 \
    met3_length_um 76 \
    num_rows 23 \
    hold_viol 0 \
    power_leakage_nw 0.3523 \
    synth_cells 68 \
    ys_area_sq_um 588.1 \
    routabilityCongestion 0.7843 \
    crit_arrival_ps 9090 \
]
power breakdown:
| group | leakage [nW] | total (mW) | switching (mW) | internal (mW) |
|---|---|---|---|---|
| clock network | 0 | 0 | 0 | 0 |
| registers | 0 | 0 | 0 | 0 |
| logic | 0.352 | 0.184 | 0.0643 | 0.120 |
metrics by stage:
step | cell area [sq um] | std cells
3_3_place_gp | 799.5 | 132
3_5_place_dp | 799.5 | 132
5_1_grt | 834.6 | 134
6_report | 834.6 | 134
4_1_cts | 799.5 | 132
2_1_floorplan | 588.1 | 68
metal layers:
metal / global-route usage / vias up
met5: 0 / -
met4: 0 / 0
met3: 0.006744 / 0
met2: 0.05109 / 12
met1: 0.04287 / 201
li1: - / 240
worst min-delay path, stage by stage:
cell             delay [ps]
clkdlybuf4s50_1         430
xor2_1                  150
ha_1                    140
clkdlybuf4s50_1         460
final cells by class:
class                           instances  area [sq um]
Timing Repair Buffer                   25         227.7
Fill cell                             433          3223
Inverter                               12         45.04
Multi-Input combinational cell         47         499.2
Tap cell                               50         62.56
final timing paths:
check                 startpoint   end  slack [ps]  depth (start not counted)
worst max-delay path        M[0]  R[3]         430                         30
worst min-delay path        D[0]  R[0]        5940                          4
placed cells by master, fill, tap and decap left out:
master           count
maj3_2               1
nor2b_4              1
xor2_1               3
inv_1               12
mux2i_1              1
o221ai_2             1
and2_1               2
mux2_2               2
xnor2_2              1
nand2_1              4
o21ai_0              1
o22ai_1              2
a21oi_1              3
nand2_2              1
nand2b_1             1
fa_1                 7
fa_2                 2
nor3_1               1
xnor2_1              6
o21a_1               2
nor2_1               1
buf_4                9
ha_1                 4
clkdlybuf4s50_1     16
cell families after synthesis:
kind of cell	Yosys count	synth area share
multiplexers	3	0.05532
XOR/XNOR	10	0.1489
AND-OR/OR-AND	9	0.1063
adder cells (fa/ha/maj)	14	0.4106
AND/OR/NAND/NOR	11	0.09361
buffers and inverters	21	0.1851
timing repair:
action / CTS / global route
gates resized: 0 / 5
buffers inserted: 0 / 2
setup endpoints to repair: 0 / 2
endpoints found under the hold margin: 0 / 0
Power figures rest on the tool's default switching activity, not on a simulated workload.
