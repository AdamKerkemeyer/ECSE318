<file path="flow/run.sh">
#!/bin/bash
# OpenROAD 26Q1-2900-gdf79404cd8, Yosys 0.63+post, stock flow scripts
make -C /OpenROAD-flow-scripts/flow DESIGN_CONFIG=/design/flow/config.mk WORK_HOME=/design/flow/orfs finish
</file>
<file path="flow/config.mk">
export PLATFORM = sky130hd
export DESIGN_NAME = ALU
export DESIGN_NICKNAME = ALU
export VERILOG_FILES = /design/flow/design.v
export SDC_FILE = /design/flow/constraint.sdc
export NUM_CORES = 4
export LEC_CHECK = 1
export CORE_UTILIZATION = 50
</file>
<file path="flow/constraint.sdc">
current_design ALU

set clk_period 12.2
set clk_io_pct 0.2

create_clock -name clk0 -period $clk_period

set non_clock_inputs [all_inputs -no_clocks]
set_input_delay [expr $clk_period * $clk_io_pct] -clock clk0 $non_clock_inputs
set_output_delay [expr $clk_period * $clk_io_pct] -clock clk0 [all_outputs]
</file>
<file path="flow/design.v">
module ALU(A, B, alu_code, C, overflow);
    input [15:0] A, B;
    input [4:0] alu_code;
    output reg [15:0] C;
    output reg overflow;
    wire [15:0] AdderC;
    wire AdderOverflow;
    Adder add1(AdderC, AdderOverflow, A, B, alu_code[2:0]);
    always @(A or B or alu_code or AdderC or AdderOverflow) begin
        casez (alu_code)
            5'b00???: begin 
                C = AdderC;
                overflow = AdderOverflow;
            end
            5'b01000: begin    
                C = A & B;
                overflow = 1'b0;
            end
            5'b01001: begin 
                C = A | B;
                overflow = 1'b0;
            end
            5'b01010: begin 
                C = A ^ B;
                overflow = 1'b0;
            end
            5'b01100: begin  
                C = ~A;
                overflow = 1'b0;
            end
            5'b10000: begin  
                C = A << B[3:0];
                overflow = 1'b0;
            end
            5'b10001: begin  
                C = A >> B[3:0];
                overflow = 1'b0;
            end
            5'b10010: begin  
                C = A <<< B[3:0];
                overflow = 1'b0;
            end
            5'b10011: begin  
                C = $signed(A) >>> B[3:0];
                overflow = 1'b0;
            end
            5'b11000: begin  
                C = {15'b0, ($signed(A) <= $signed(B))};
                overflow = 1'b0;
            end
            5'b11001: begin  
                C = {15'b0, ($signed(A)<$signed(B))};
                overflow = 1'b0;
            end
            5'b11010: begin  
                C= {15'b0, ($signed(A)>=$signed(B))};
                overflow = 1'b0;
            end
            5'b11011: begin  
                C = {15'b0, ($signed(A)>$signed(B))};
                overflow = 1'b0;
            end
            5'b11100: begin  
                C = {15'b0, (A==B)};
                overflow = 1'b0;
            end
            5'b11101: begin  
                C = {15'b0, (A!=B)};
                overflow = 1'b0;
            end
            default: begin
                C = 16'b0;
                overflow = 1'b0;
            end
        endcase
    end
endmodule
module Adder(C, Overflow, A, B, Code);
    input [15:0] A, B;
    input [2:0] Code;
    output reg [15:0] C;
    output reg Overflow;
    reg [15:0] AdderA, AdderB;
    wire [15:0] AdderC;
    reg AdderCin;
    wire AdderCout;
    BKA add1(AdderC, AdderCout, AdderA, AdderB, AdderCin);
    always @(A or B or Code or AdderC or AdderCout) begin
        case (Code)
            3'b000: begin
                    AdderA = A;
                    AdderB = B;
                    AdderCin = 1'b0;
                    C = AdderC;
                    Overflow = (AdderA[15] & AdderB[15] & !AdderC[15]) | (!AdderA[15] & !AdderB[15] & AdderC[15]);
            end
            3'b001: begin
                    AdderA = A;
                    AdderB = B;
                    AdderCin = 1'b0;
                    C = AdderC;
                    Overflow = AdderCout;
            end
            3'b010: begin
                    AdderA = A;
                    AdderB = ~B;
                    AdderCin = 1'b1;
                    C = AdderC;
                    Overflow = (AdderA[15] & AdderB[15] & AdderCout) | (!AdderA[15] & !AdderB[15] & AdderC[15]);
            end
            3'b011: begin
                    AdderA = A;
                    AdderB = ~B;
                    AdderCin = 1'b1;
                    C = AdderC;
                    Overflow = !AdderA[15] & AdderC[15];
            end
            3'b100: begin
                    AdderA = A;
                    AdderB = 16'b0000000000000001;
                    AdderCin = 1'b0;
                    C = AdderC;
                    Overflow = !AdderA[15] & AdderC[15];
            end
            3'b101: begin 
                    AdderA = A;
                    AdderB = 16'b1111111111111111;
                    AdderCin = 1'b0;
                    C = AdderC;
                    Overflow = AdderA[15] & !AdderC[15];
            end
            default: begin
                    AdderA = A;
                    AdderB = B;
                    AdderCin = 1'b0;
                    C = {Code, 13'b0};
                    Overflow = 1'b0;
            end
        endcase
    end
endmodule
module BKA(S, Cout, A, B, Cin);  
    output [16:1] S;
    output Cout;
    input [16:1] A, B;
    input Cin;
    wire [16:1] p, g;
    wire [16:1] P2 [1:4];
    wire [16:1] G2 [1:4];
    assign p = A ^ B;
    assign g[16:2] = A[16:2] & B[16:2];
    assign g[1] = (A[1] & B[1]) | (A[1] & Cin) | (B[1] & Cin);
    genvar i;
    generate 
        for(i=16; i>0; i=i-2) begin
            BKop b2(G2[1][i], P2[1][i], g[i], p[i], g[i-1], p[i-1]);
            assign G2[1][i-1] = g[i-1];
            assign P2[1][i-1] = p[i-1];
        end
    endgenerate
    generate 
        for(i=16; i>0; i=i-1) begin
            if (i % 4 == 0) begin 
                BKop b4(G2[2][i], P2[2][i], G2[1][i], P2[1][i], G2[1][i-2], P2[1][i-2]);
            end
            else if ((i+1) % 4 == 0) begin 
                BKop b3(G2[2][i], P2[2][i], G2[1][i], P2[1][i], G2[1][i-1], P2[1][i-1]);
            end
            else begin
                assign G2[2][i] = G2[1][i];
                assign P2[2][i] = P2[1][i];
            end
        end
    endgenerate
    generate  
        for (i=16; i>0; i=i-1) begin
            if (i % 8 == 0) begin 
                BKop b8(G2[3][i], P2[3][i], G2[2][i], P2[2][i], G2[2][i-4], P2[2][i-4]);
            end
            else if ((i+1) % 8 == 0) begin 
                BKop b7(G2[3][i], P2[3][i], G2[2][i], P2[2][i], G2[2][i-3], P2[2][i-3]);
            end
            else if ((i+2) % 8 == 0) begin 
                BKop b7(G2[3][i], P2[3][i], G2[2][i], P2[2][i], G2[2][i-2], P2[2][i-2]);
            end
            else if ((i+3) % 8 == 0) begin 
                BKop b7(G2[3][i], P2[3][i], G2[2][i], P2[2][i], G2[2][i-1], P2[2][i-1]);
            end
            else begin
                assign G2[3][i] = G2[2][i];
                assign P2[3][i] = P2[2][i];
            end
        end
    endgenerate
    generate 
        for (i=16; i>0; i=i-1) begin
            if (i>8) begin
                BKop bd(G2[4][i], P2[4][i], G2[3][i], P2[3][i], G2[3][8], P2[3][8]);
            end
            else begin
                assign G2[4][i] = G2[3][i];
                assign P2[4][i] = P2[3][i];
            end
        end
    endgenerate
    assign S[1] = p[1] ^ Cin;
    assign Cout = G2[4][16];
    generate
        for (i = 16; i>1; i=i-1) begin
            assign S[i] = p[i] ^ G2[4][i-1];
        end
    endgenerate
endmodule
module BKop(go, po, g1, p1, g2, p2);  
    output go, po;
    input g1, p1, g2, p2;
    assign go = g1 | (p1 & g2);
    assign po = p1 & p2;
endmodule
module testBKA ();
    reg [15:0] A, B;
    reg Cin;
    wire [15:0] S;
    wire Cout;
    BKA uut(S, Cout, A, B, Cin);
    initial begin
        A = 4'b0; B = 4'b0; Cin = 1'b0;
        #50
        A = 4'b0001;
        #50
        B = 4'b0001;
        #50
        B = 16'b1111111111111111;
        #50
        B = 16'b1110111111111111;
        #50
        A = 1'b0;
        Cin = 1'b1;
        #50
        Cin = 1'b0;
        A = 16'b0000000000000001;
        B = 16'b0000000000000111;
        #50
        A = 16'b1111010001000111;
        B = 16'b0000000000101010;
        #5
        #50
        Cin = 1'b0;
        B = 1'b0;
        A = 1'b0;
        repeat (100) begin
            A = A + A*3 + 1;
            B = B + 47;
            #5
            if (S != A + B) begin
                $display("Issue: %16b %16b -> %b %16b %16b", A, B, Cout, S, A+B);
            end
        end
        $display("DONE");
    end
endmodule
module testAdder();
    reg [15:0] A, B;
    reg [2:0] Code;
    wire [15:0] C;
    wire Overflow;
    Adder uut(C, Overflow, A, B, Code);
    initial begin
        $monitor("%4t %16b %d %16b %d %3b -> %16b %d %b", $time, A, A, B, B, Code, C, C, Overflow);
        A <= 1; B <= 0; Code <= 3'b000;
        #5
        B<=5;
        #5
        A<=-1;
        #5
        B<=-45;
        #5
        A<=32767; B<=20;
        #5
        A <= -32767; B <= -50;
        #5
        A<=-1; B<=10;
        #5
        Code <= 3'b001; A<=5; B<=15;
        #5
        A<=65535;
        #5
        Code <= 3'b010; A<=40;
        #5
        A<=10;
        #5
        A<=-20;
        #5
        B<=-10;
        #5
        B<=-50;
        #5
        A<= -32767; B<= 50;
        #5
        A<= 32767;B<=-50;
        #5
        Code <= 3'b011; B<=30; A<=90;
        #5
        A<=10;
        #5
        Code <= 3'b100;
        #5
        A<=65535;
        #5 
        Code <= 3'b101;
        #5
        A<=0;
    end
endmodule
module testALU();
    reg[15:0] A, B;
    reg[4:0] alu_code;
    wire[15:0] C;
    wire overflow;
    ALU uut(A, B, alu_code, C, overflow);
    initial begin
        $monitor("%4t %d %d %16b %16b %5b -> %16b %d %b", $time, A, B, A, B, alu_code, C, C, overflow);
        A <=1; B<=1; alu_code<=5'b00000;
        #5
        B<=3; alu_code <=5'b01000;
        #5
        alu_code <= 5'b01001;
        #5
        alu_code <= 5'b01010;
        #5
        alu_code <= 5'b01100;
        #5
        alu_code <= 5'b10000;
        #5
        alu_code<=5'b10001; A<=16'b1100100000000000;
        #5
        alu_code<=5'b10010;
        #5
        alu_code<=5'b10011;
        #5
        A<=12;
        #5
        alu_code <= 5'b11000; A <=5; B<= 10;
        #5
        A<=-1;
        #5
        A<=10;
        #5
        A<=15;
        #5
        alu_code <= 5'b11001; A<= 15;
        #5
        A<=10;
        #5
        A<=5;
        #5
        alu_code <= 5'b11010; A<= 15;
        #5
        A<=10;
        #5
        A<=5;
        #5
        alu_code <= 5'b11011; A<= 15;
        #5
        A<=10;
        #5
        A<=5;
        #5
        alu_code <= 5'b11100; A<= 15;
        #5
        A<=10;
        #5
        A<=5;
        #5
        alu_code <= 5'b11101; A<= 15;
        #5
        A<=10;
        #5
        A<=5;
    end
endmodule
</file>
==> reports/summary.txt <==
Worst setup margin = 2755 ps
Main logic family after synthesis = AND-OR/OR-AND gates
Cell count after synthesis = 587
Post-route ant nets = 0
TNS Setup = 0 ps
CP Capture Type = output pin
RSZ-0062 raised after global routing = false
DRT Wirelength = 15,510 µm
Peak VDD IR = 0.02574 mV
Syn. warnings = 3
Grt ovf = 0
Top cells excl fill/tap = 65 x ha_1, 56 x nor2_1, 50 x clkdlybuf4s50_1
Fin crit share = 0.7742
Sw power = 0.0001106 W
Worst hold-check path type = input port to output pin
Die Height = 94.77 µm
Total power = 0.0002011 W
DP HPWL = 11,550 µm
Num ports = 54
Power Dens Cells = 41.88 nW/µm²
GPL Wtd Cong = 1.013
Placed insts = 714
Syn_area_per_cell = 7.330 µm²
Register Area = 0 µm²
Vias in the first global route = 4,229
Setup CP Type = input port to output pin
FP Util = 0.5211
Seq_cells = 0
Min Hold Slack = 6068 ps
HP Start = alu_code[2]
Share of post-route cells with drive strength above 1 = 0.07882
Ant. Diodes = 0
Layout Area Growth over Synthesis = 11.57%
DR WL/cell = 21.73 µm
Pint = 0.00009051 W
Slowest cell on crit path = clkdlybuf4s50_1
Fin cells = 714
Fmax = 105.9 MHz
Clock Power Share = 0
Final min period = 9445 ps
Final setup violating endpoints = 0
CP max stage delay = 930 ps
CLK BUF = 0
Critical Path RT = 9760 ps
Largest net degree at the start of global routing = 65
Gate power share = 1.000
First-pass GRT wire length = 24,030 µm
Leakage power = 2.052 nW
Synth Seq Share = 0
Via density = 6.559
OpenROAD warning count = 67
Adder-cell share of the synthesized area = 0.2076
Max Cap Viol = 0
Die area = 8980 µm²
Initial antenna violation count = 0
Die width = 94.77 µm
Pre-CTS setup slack = 2875 ps
Rows = 33
Vias = 4,683
Slew HR = 0.3992
Yosys cell types = 72
Port bufs = 54
Post-Syn Area = 4303 µm²
Post-CTS setup buffers = 0
Critical path cell sequence = clkdlybuf4s50_1, nand2b_1, a21oi_1, a31oi_1, ha_1, a211oi_1, o21ai_0, a21o_1, a21o_1, fa_1, xnor2_1, o22ai_1, a211oi_1, o21ai_1, clkdlybuf4s50_1
Part of the power in registers = 0
Area reported by Yosys stat = 4303 µm²
Crit. Startpoint = alu_code[0]
XOR Share, Synth = 0.04478
Simple share = 0.2094
Post-CTS Hold Buffers = 0
Final Hold Fails = 0
Residual DRC = 0
First-iteration detailed-routing DRC count = 401
Most used logic cell in the final layout = ha_1
Mux cell area share = 0.1765
Sw frac = 0.5499
Yosys stat cell total = 587
Gr usage total = 0.3656
CP max FO = 23
Status = completed
Worst path arrival time = 7000 ps
Resized cells post-CTS = 0
Core region area = 8258 µm²
Iteration tally of the first detailed-router pass = 5
Synth Area in Compound Gates = 0.2728
Critical Path Source Type = input port
Final Max Slew Viols = 0
Worst-Margin Slew = 893.8 ps
## layer usage
metal  vias to the layer above  GRT usage  routed length (µm)
met1                      2132     0.5129                6253
met4                         0     0.1452                 700
met3                        41    0.07925                1769
met5                         -          0                   0
li1                       2253          -                   -
met2                       257     0.5498                6789
## synth_stat cells, types with 8 or more instances
library cell,n,area [µm²]
a21o_1,8,60.06
nand2_1,48,180.2
nand3_1,13,65.06
nor3_1,15,75.07
o22ai_1,14,87.58
mux2_2,8,90.09
ha_1,65,813.3
nor2_1,56,210.2
a21oi_1,26,130.1
xnor2_1,18,157.7
buf_2,15,75.07
mux2i_1,23,230.2
o21ai_0,47,235.2
mux4_2,15,337.8
o211ai_1,12,90.09
clkbuf_1,17,63.81
a211oi_1,8,60.06
inv_1,37,138.9
## critical path: cells and delay by family
family,cells,cell delay (ps)
adders and majority gates,2,670
AOI/OAI and AO/OA,9,1730
buffers and inverters,2,1360
xor gates and xnor gates,1,170
and+or+nand+nor,1,630
## per-stage QoR
stage	cell area [µm²]	util
2_1_floorplan	4303	-
3_3_place_gp	4801	0.5814
3_5_place_dp	4801	0.5814
4_1_cts	4801	0.5814
5_1_grt	4801	0.5814
6_report	4801	0.5814
## layout make-up
class,count,area (µm²)
fillers,797,3457
inverters,41,153.9
multi-input cells,504,3920
well taps,105,131.4
repair buffers,64,595.6
## final timing paths
path / endpoint / slack [ps] / cells after the start
min: C[0] / 6070 / 5
max: C[9] / 2760 / 15
## logic make-up (layout without fill, tap and decap cells)
logic type,count (synthesis),count (layout)
mux,51,51
compound gates,178,178
simple gates,184,184
fa+ha+maj,69,69
xor+xnor,22,22
buf+inv,83,105
## power by group through the flow
| stage | Sequential, W | Combinational (W) | Clock (W) |
|---|---|---|---|
| 6_report | 0 | 0.000201 | 0 |
| 5_1_grt | 0 | 0.000222 | 0 |
| 4_1_cts | 0 | 0.000199 | 0 |
No activity file was given, so power comes from the tool's default toggle rates.
